--- flow/config.mk ---
export PLATFORM = sky130hd
export DESIGN_NAME = strobe_sync
export DESIGN_NICKNAME = strobe_sync
export VERILOG_FILES = /design/flow/design.v
export SDC_FILE = /design/flow/constraint.sdc
export NUM_CORES = 4
export LEC_CHECK = 1
export CORE_AREA = 10 10 74 74
export DIE_AREA = 0 0 84 84
--- flow/constraint.sdc ---
current_design strobe_sync

set clk_period 1.3
set clk_io_pct 0.2

create_clock -name clk0 -period $clk_period [get_ports {clk_a}]
create_clock -name clk1 -period $clk_period [get_ports {clk_b}]

set non_clock_inputs [all_inputs -no_clocks]
set_input_delay [expr $clk_period * $clk_io_pct] -clock clk0 $non_clock_inputs
set_output_delay [expr $clk_period * $clk_io_pct] -clock clk0 [all_outputs]
--- flow/design.v ---
`timescale 1ps / 1ps
module  dff_sync #(WIDTH = 1) (
			     input  logic               clk,
			     input  logic               resetb,
			     input  logic [WIDTH-1:0]   d,
			     output logic [WIDTH-1:0]   q
			     );
  logic [WIDTH-1:0] q1;
  logic [WIDTH-1:0] q2;
  logic [WIDTH-1:0] rand_delay;
  logic [WIDTH-1:0] rand_flop;
  logic [WIDTH-1:0] d_delayed;
  always_ff @ (posedge clk or negedge resetb)
    if (~resetb)
      rand_flop <= '0;
    else
      rand_flop <= d;
  always
    begin
      #5ns;
      rand_delay = $random;
      for (int i = 0; i<WIDTH; i=i+1)
	d_delayed[i] = rand_delay[i] ? rand_flop[i] : d[i];
    end
  always_ff @ (posedge clk or negedge resetb)
    if (~resetb)
      begin
	q1 <= '0;
	q2 <= '0;
      end
    else
      begin
	q1 <= d_delayed;
	q2 <= q1;
      end
  assign q = q2;
endmodule
`timescale 1ps / 1ps
module strobe_sync #(parameter NUMBER_OF_BITS = 4)
			(input logic clk_a,
			input logic clk_b,
			input logic rstb_a,
			input logic rstb_b,
			input logic [NUMBER_OF_BITS-1:0] bus_in,
			output logic [NUMBER_OF_BITS-1:0] synchronized_bus);
	logic [NUMBER_OF_BITS-1:0] samp_bus;
	logic change_detector;
	logic sync_out;
	logic deriv_ff;
	logic edge_detect;
	logic [NUMBER_OF_BITS-1:0] mux_out;
	always_ff @ (posedge clk_a or negedge rstb_a)
		if (~rstb_a)
			samp_bus <= {NUMBER_OF_BITS{1'b1}};
		else
			samp_bus <= bus_in;
	always_ff @ (posedge clk_a or negedge rstb_a)
		if (~rstb_a)
			change_detector <= 1'b0;
		else 
			change_detector <= (bus_in != samp_bus);
	dff_sync synchronizer (.clk(clk_b), .resetb(rstb_b), .d(change_detector), .q(sync_out));
	always_ff @ (posedge clk_b or negedge rstb_b)
		if (~rstb_b)
			deriv_ff <= 1'b0;
		else
			deriv_ff <= sync_out;
	assign edge_detect = sync_out&(~deriv_ff);
	assign mux_out = edge_detect? samp_bus:synchronized_bus;
	always_ff @ (posedge clk_b or negedge rstb_b)
		if (~rstb_b)
			synchronized_bus <= {NUMBER_OF_BITS{1'b0}};
		else
			synchronized_bus <= mux_out;
endmodule
--- flow/run.sh ---
#!/bin/bash
# OpenROAD 26Q1-2900-gdf79404cd8, Yosys 0.63+post, stock flow scripts
make -C /OpenROAD-flow-scripts/flow DESIGN_CONFIG=/design/flow/config.mk WORK_HOME=/design/flow/orfs finish
==> out/results.ini <==
[worst_setup_path]
critical_path_buf_inv_count=1
startpoint=synchronized_bus[0]
cp.arrival_ns=0.83
cp-start-kind=flip-flop
endpoint=synchronized_bus[0]
r2r_cells=2
critPathKind=flip-flop to output pin
worstPathRequired_ns=1.04
ff2ff_setup_slack_ns=0.27
worst-path-stages=1
rr_endpoint=synchronized_bus[0]
crit_slowest_cell=dfrtp_1
crit_family=flip-flops
slowest_delay_ns=0.36
path_cells=dlygate4sd2_1
crit_fanout=2
endpoint_kind=output pin
r2r-start=synchronizer.q2

[clocking]
cts.sinks=12
cts_hold_buf=0
cts_tree=yes
path_clk_slew_ns=0.04

[placement]
place_ws_ns=0.173
port_buffers=10
gp_congestion=0.719

[yosys]
ys_seq_share_pct=70.3
ys_area_um2=434
ys_warn_count=4
ys.flops=12
avgSynthCellArea_um2=18.9
yosys-stat-cells=23
synth_cells=23
netlist_area_um2=434
synthDistinctLibCells=7

[status]
outcome=finished clean

[route]
drt_iter0_drc=4
avgViaCountPerCell=2.78
routedWlPerCell_um=8.98
drc=0
drtAntennaViolNets=0
antenna_cells=0
wl_um=853
dr.pass1.iters=2
vias=264

[power_and_ir_drop]
pwr-share-clk_pct=43.8
netSwitchingFraction_pct=18.9
combPwrFrac_pct=20.0
p_leak_nw=0.299
seqPwrFrac_pct=36.1
peakVddDrop_uv=653
p_sw_mw=0.250
p_int_mw=1.07
power_density_nw_per_um2=1860
finalPower_mw=1.32

[final_timing]
hold_viol=0
setup_viol=0
drv_slew=0
slew_headroom_pct=79.4
finalWorstSetupSlack_ns=0.207
fin_worst_skew_ns=0.00235
rsz0062_at_grt=false
setup_tns_ns=0
worst_slew_pin_slew_ns=0.307

[final_layout]
areaGrowthSynthToFinish_pct=64.0
fillCellCount=440
layout-drive-gt1-share_pct=44.4
fin_util_pct=17.9

[floorplanning]
dieArea_um2=7060
fp_util_pct=10.9
std_cell_rows=23
die_x_um=84
dieHeight_um=84
pin_count=12
core_um2=3970

[grt]
antenna_found_initial=0
grt_use_total_pct=2.56
grt_start_max_net_pins=8
grt-ovfl-total=0
grt_pass1_vias=312
grt_pass1_wl_um=1450

[min_path]
min_path_type=primary input to asynchronous set/reset pin

[flow_run]
maxCapViolCount=0
warning_count=26

registers in the layout, summed over array words and instances (netlist names):
register,flops
synchronizer.q1,1
deriv_ff,1
change_detector,1
synchronized_bus,4
samp_bus,4
synchronizer.q2,1
power by group through the flow:
stage                 logic, mW  clock network [mW]  registers, mW
after CTS                 0.275               0.599          0.479
after global routing      0.291               0.636          0.487
final                     0.265               0.579          0.478
per-layer routing:
metal  track usage [%]  routed length, um  vias to the layer above
li1                  -                  -                      119
met1              3.08                400                      125
met2              2.93                326                       16
met3              2.07                 77                        4
met4              1.67                 48                        0
met5                 0                  0                        -
how the worst min path moves through the flow:
stage | depth (start not counted) | end | start | slack, ns
global route | 1 | change_detector | rstb_a | 0.27
CTS | 1 | change_detector | rstb_a | 0.26
finish | 1 | change_detector | rstb_a | 0.26
synth_stat cells:
cell type / number / share of area, %
xnor2_1: 4 / 8.1
nor2b_4: 1 / 3.2
nand2b_4: 1 / 3.2
dfstp_2: 4 / 24
nand4_1: 1 / 1.4
dfrtp_1: 8 / 46
mux2_4: 4 / 14
logic make-up (layout without fill, tap and decap cells):
| family | count (synthesis) | in the layout | synth area share (%) |
|---|---|---|---|
| DFF | 12 | 12 | 70.3 |
| buffers and inverters | 0 | 22 | 0 |
| xor gates and xnor gates | 4 | 4 | 8.07 |
| muxes | 4 | 4 | 13.8 |
| and+or+nand+nor | 3 | 3 | 7.78 |
metrics by stage:
stage          hold WS, ns  area (um^2)  instances
3_3_place_gp         0.335          597         83
5_1_grt              0.269          712         95
6_report             0.257          712         95
3_5_place_dp         0.338          597         83
2_1_floorplan      -0.0356          434         23
4_1_cts              0.258          712         95
cell usage in the layout (no fill, tap or decap):
| cell type | n |
|---|---|
| clkbuf_8 | 6 |
| clkdlybuf4s50_1 | 6 |
| mux2_4 | 4 |
| dlygate4sd2_1 | 4 |
| dfrtp_1 | 8 |
| nand4_1 | 1 |
| xnor2_1 | 4 |
| clkbuf_1 | 2 |
| nor2b_4 | 1 |
| dfstp_2 | 4 |
| buf_4 | 4 |
| nand2b_4 | 1 |
timing repair:
item / in CTS / in global routing
resized: 4 / 0
setup endpoints to repair: 4 / 0
buffers inserted: 4 / 0
final cells by class:
| cell class | instances | area (um^2) | share of cell area (%) |
|---|---|---|---|
| flip-flops and latches | 12 | 305 | 42.9 |
| clock buffers | 8 | 90.1 | 12.7 |
| multi-input cells | 11 | 129 | 18.1 |
| well taps | 50 | 62.6 | 8.79 |
| repair buffers | 14 | 125 | 17.6 |
No activity file was given, so power comes from the tool's default toggle rates.
