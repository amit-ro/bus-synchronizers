`run.sh`:
```
#!/bin/bash
# OpenROAD 26Q1-2900-gdf79404cd8, Yosys 0.63+post, stock flow scripts
make -C /OpenROAD-flow-scripts/flow DESIGN_CONFIG=/design/flow/config.mk WORK_HOME=/design/flow/orfs finish
```
`config.mk`:
```
export PLATFORM = sky130hd
export DESIGN_NAME = filter_sync
export DESIGN_NICKNAME = filter_sync
export VERILOG_FILES = /design/flow/design.v
export SDC_FILE = /design/flow/constraint.sdc
export NUM_CORES = 4
export LEC_CHECK = 1
export CORE_AREA = 10 10 77 77
export DIE_AREA = 0 0 87 87
```
`constraint.sdc`:
```
current_design filter_sync

set clk_period 1.8
set clk_io_pct 0.2

create_clock -name clk0 -period $clk_period [get_ports {clk_a}]
create_clock -name clk1 -period $clk_period [get_ports {clk_b}]

set non_clock_inputs [all_inputs -no_clocks]
set_input_delay [expr $clk_period * $clk_io_pct] -clock clk0 $non_clock_inputs
set_output_delay [expr $clk_period * $clk_io_pct] -clock clk0 [all_outputs]
```
`design.v`:
```
`timescale 1ps / 1ps
module  dff_sync #(WIDTH = 1) (
			     input  logic               clk,
			     input  logic               resetb,
			     input  logic [WIDTH-1:0]   d,
			     output logic [WIDTH-1:0]   q
			     );
  logic [WIDTH-1:0] q1;
  logic [WIDTH-1:0] q2;
  logic [WIDTH-1:0] rand_delay;
  logic [WIDTH-1:0] rand_flop;
  logic [WIDTH-1:0] d_delayed;
  always_ff @ (posedge clk or negedge resetb)
    if (~resetb)
      rand_flop <= '0;
    else
      rand_flop <= d;
  always
    begin
      #5ns;
      rand_delay = $random;
      for (int i = 0; i<WIDTH; i=i+1)
	d_delayed[i] = rand_delay[i] ? rand_flop[i] : d[i];
    end
  always_ff @ (posedge clk or negedge resetb)
    if (~resetb)
      begin
	q1 <= '0;
	q2 <= '0;
      end
    else
      begin
	q1 <= d_delayed;
	q2 <= q1;
      end
  assign q = q2;
endmodule
`timescale 1ps / 1ps
module filter_sync #(parameter NUMBER_OF_BITS = 4)
			(input logic clk_a,
			input logic clk_b,
			input logic rstb_a,
			input logic rstb_b,
			input logic [NUMBER_OF_BITS-1:0] bus_in,
			output logic [NUMBER_OF_BITS-1:0] synchronized_bus);
	logic [NUMBER_OF_BITS-1:0] samp_bus;
	logic [NUMBER_OF_BITS-1:0] filter_in;
	logic [NUMBER_OF_BITS-1:0] mux_in;
	logic [NUMBER_OF_BITS-1:0] mux_out;
	always_ff @ (posedge clk_a or negedge rstb_a)
		if (~rstb_a)
			samp_bus <= {NUMBER_OF_BITS{1'b0}};
		else
			samp_bus <= bus_in;
	dff_sync #(.WIDTH(NUMBER_OF_BITS)) synchronizer (.clk(clk_b), .resetb(rstb_b), .d(samp_bus), .q(filter_in));
	always_ff @ (posedge clk_b or negedge rstb_b)
		if (~rstb_b)
			mux_in <= {NUMBER_OF_BITS{1'b0}};
		else
			mux_in <= filter_in;
	assign mux_out = (mux_in == filter_in) ? mux_in : synchronized_bus;
	always_ff @ (posedge clk_b or negedge rstb_b)
		if (~rstb_b)
			synchronized_bus <= {NUMBER_OF_BITS{1'b0}};
		else
			synchronized_bus <= mux_out;
endmodule
```
==> results.sh <==
# yosys + openroad results
export IMPL_outcome="finished, final reports clean"
export IMPL_setup_worst_path_class="reg2out"
export IMPL_die_w_um=87
export IMPL_cts_clk_slew_worst_paths_ns=0.06
export IMPL_setup_worst_path_end_class="output port"
export IMPL_setup_tns_ns=0
export IMPL_grt_first_pass_wirelength_mm=1.30
export IMPL_start_kind="register"
export IMPL_io_buffers=10
export IMPL_area_growth_pct=41.8
export IMPL_placed_area_sq_um=758
export IMPL_place_ws_ns=0.546
export IMPL_firstDrtPassIters=2
export IMPL_final_util_pct=19.3
export IMPL_gp_congestion=0.677
export IMPL_hp_class="reg2reg"
export IMPL_post_drt_wl_per_cell_um=8.22
export IMPL_core_rowCount=24
export IMPL_hpwlAfterDp_um=592
export IMPL_grt_pass1_vias=299
export IMPL_dr_first_iter_drc_count=1
export IMPL_ys_chip_area_sq_um=593
export IMPL_vias_per_cell=2.77
export IMPL_crit_path_cell_trace="clkdlybuf4s50_1"
export IMPL_critPathMaxFanout=2
export IMPL_postCtsSetupBuffers=0
export IMPL_p_per_area_mw_per_mm2=1300
export IMPL_cts_resized=0
export IMPL_boundaryPins=12
export IMPL_n_antenna_cell=0
export IMPL_core_area_sq_mm=0.00435
export IMPL_synth_flops=20
export IMPL_grt_max_degree=17
export IMPL_arrival_ns=1.05
export IMPL_antenna_found_initial=0
export IMPL_cts_tree="yes"
export IMPL_hold_viol_final=0
export IMPL_layout_cells_non_filler=97
export IMPL_setup_viol=0
export IMPL_drc=0
export IMPL_final_antenna_net_count=0
export IMPL_maxCapViolations=0
export IMPL_setup_ws_ns=0.387
export IMPL_vias=269
export IMPL_cts_hold_buffers=0
export IMPL_rsz0062_at_grt="no"
export IMPL_die_area_sq_mm=0.00757
export IMPL_numClockSinks=20
export IMPL_required_ns=1.44
export IMPL_die_h_um=87
export IMPL_path_delay_family="buffers and inverters"
export IMPL_relSlewSlack_pct=56.8
export IMPL_yosys_cells=29
export IMPL_ir_worst_vdd_uv=677
export IMPL_avgSynthCellArea_sq_um=20.5
export IMPL_netlist_area_sq_um=593
export IMPL_fin_hold_ws_ns=0.312
export IMPL_critPathMaxStageDelay_ns=0.47
export IMPL_finClkSkew_ns=0.00266
export IMPL_ys_seq_share_pct=84.4
export IMPL_dp_cells=91
export IMPL_yosysWarnings=4
export IMPL_grt_ovfl_total=0
export IMPL_finalWirelength_um=797
export IMPL_tightest_slew_ns=0.646
export IMPL_layout_drive_gt1_share_pct=24.4
export IMPL_maxSlewViolCount=0
export IMPL_post_synth_num_cell_types=4
export IMPL_warnings=26
export IMPL_fp_util_pct=13.6
export IMPL_finalPower_mw=1.10
export IMPL_design_area_sq_um=841
export IMPL_syn_instance_count=29
export IMPL_slowest_stage="clkdlybuf4s50_1"
export IMPL_p_leak_nw=0.348
export IMPL_critPathBufInv=1
export IMPL_grtUsageTotal_pct=2.20
[final cells by class]
type	instances	area, sq um
flip-flops and latches	20	500
repair buffers	10	100
clock buffers	6	82.6
multi-input cells	9	92.6
fillers	442	3510
well taps	52	65.1
[cell usage in the layout, fill, tap and decap left out, drive strengths merged]
master	synthesis	layout
clkbuf	0	6
clkdlybuf4s50	0	10
dfrtp	20	20
mux2	4	4
nand4	1	1
xnor2	4	4
[cell families after synthesis]
group	synth area share, %
XOR/XNOR	5.91
flip-flops	84.4
multiplexers	7.59
AND/OR/NAND/NOR	2.11
[state kept, by name, indices dropped and copies added (netlist names)]
name,count
mux_in,4
samp_bus,4
synchronized_bus,4
synchronizer.q2,4
synchronizer.q1,4
[final timing paths]
path                                  endpoint  slack, ns  cells past startpoint           startpoint
setup / recovery           synchronized_bus[2]       0.39                      1  synchronized_bus[2]
hold / removal              synchronizer.q1[0]       0.31                      0          samp_bus[0]
setup reg to reg           synchronized_bus[1]       0.61                      3   synchronizer.q2[2]
hold reg to reg             synchronizer.q1[0]       0.31                      0          samp_bus[0]
max in group clk1          synchronized_bus[1]       0.61                      3   synchronizer.q2[2]
max in group asynchronous   synchronizer.q1[3]       0.87                      1               rstb_b
min in group asynchronous          samp_bus[3]       0.35                      1               rstb_a
min in group clk0                  samp_bus[3]       0.59                      1            bus_in[3]
[synthesized netlist by cell type, drive strengths merged]
master,instances,area (sq um)
dfrtp,20,500
mux2,4,45.0
xnor2,4,35.0
nand4,1,12.5
[per-layer routing]
metal / up-vias / part of all wire [%] / global-route usage, % / routed length [um]
met3: 4 / 19 / 2.26 / 155
met1: 121 / 46 / 2.82 / 365
li1: 127 / - / - / -
met5: - / 0 / 0 / 0
met2: 17 / 32 / 2.20 / 259
met4: 0 / 2.1 / 1.03 / 17
[report_power, final]
group | internal (mW) | total [mW] | leakage (nW) | switching (mW)
Combinational | 0.100 | 0.127 | 0.0703 | 0.0263
Sequential | 0.504 | 0.529 | 0.234 | 0.0247
Clock | 0.290 | 0.439 | 0.0431 | 0.149
Power is estimated from default activity; no workload was simulated.
