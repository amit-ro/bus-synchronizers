<file path="./config.mk">
export PLATFORM = sky130hd
export DESIGN_NAME = gray_sync
export DESIGN_NICKNAME = gray_sync
export VERILOG_FILES = /design/flow/design.v
export SDC_FILE = /design/flow/constraint.sdc
export NUM_CORES = 4
export LEC_CHECK = 1
export CORE_AREA = 10 10 76 76
export DIE_AREA = 0 0 86 86
</file>
<file path="./run.sh">
#!/bin/bash
# OpenROAD 26Q1-2900-gdf79404cd8, Yosys 0.63+post, stock flow scripts
make -C /OpenROAD-flow-scripts/flow DESIGN_CONFIG=/design/flow/config.mk WORK_HOME=/design/flow/orfs finish
</file>
<file path="./design.v">
`timescale 1ps / 1ps
module  dff_sync #(WIDTH = 1) (
			     input  logic               clk,
			     input  logic               resetb,
			     input  logic [WIDTH-1:0]   d,
			     output logic [WIDTH-1:0]   q
			     );
  logic [WIDTH-1:0] q1;
  logic [WIDTH-1:0] q2;
  logic [WIDTH-1:0] rand_delay;
  logic [WIDTH-1:0] rand_flop;
  logic [WIDTH-1:0] d_delayed;
  always_ff @ (posedge clk or negedge resetb)
    if (~resetb)
      rand_flop <= '0;
    else
      rand_flop <= d;
  always
    begin
      #5ns;
      rand_delay = $random;
      for (int i = 0; i<WIDTH; i=i+1)
	d_delayed[i] = rand_delay[i] ? rand_flop[i] : d[i];
    end
  always_ff @ (posedge clk or negedge resetb)
    if (~resetb)
      begin
	q1 <= '0;
	q2 <= '0;
      end
    else
      begin
	q1 <= d_delayed;
	q2 <= q1;
      end
  assign q = q2;
endmodule
`timescale 1ps / 1ps
module bin2gray #(parameter NUMBER_OF_BITS = 4)
				(input logic [NUMBER_OF_BITS - 1:0] bin_in,
				output logic [NUMBER_OF_BITS - 1:0] gray_out);
	assign gray_out = (bin_in>>1) ^ bin_in;
endmodule
`timescale 1ps / 1ps
module gray2bin #(parameter NUMBER_OF_BITS = 4)
				(input logic [NUMBER_OF_BITS - 1:0] gray_in,
				output logic [NUMBER_OF_BITS - 1:0] bin_out);
	genvar i;
	generate
		for (i = 0; i < NUMBER_OF_BITS; i = i+1)
		begin
			assign bin_out[i] = ^gray_in[NUMBER_OF_BITS - 1:i];
		end
	endgenerate
endmodule
`timescale 1ps / 1ps
module gray_sync #(parameter NUMBER_OF_BITS = 4)
		(input logic clk_a,
		input logic clk_b,
		input logic rstb_a,
		input logic rstb_b,
		input logic enable,
		output logic [NUMBER_OF_BITS-1:0] out_val);
	logic [NUMBER_OF_BITS-1:0] inc_mux;
	logic [NUMBER_OF_BITS-1:0] g_count_in;
	logic [NUMBER_OF_BITS-1:0] g_count_out;
	logic [NUMBER_OF_BITS-1:0] b_count;
	logic [NUMBER_OF_BITS-1:0] sync_out;
	gray2bin #(.NUMBER_OF_BITS(NUMBER_OF_BITS)) bin_count (.gray_in(g_count_out), .bin_out(b_count));
	assign inc_mux = enable ? b_count + 1'b1 : b_count;
	bin2gray #(.NUMBER_OF_BITS(NUMBER_OF_BITS)) g_in (.bin_in(inc_mux), .gray_out(g_count_in));
	always_ff @ (posedge clk_a or negedge rstb_a)
		if (~rstb_a)
			g_count_out <= {NUMBER_OF_BITS{1'b0}};
		else
			g_count_out <= g_count_in;
	dff_sync #(.WIDTH(NUMBER_OF_BITS)) sync_bus (.clk(clk_b), .resetb(rstb_b), .d(g_count_out), .q(sync_out));
	gray2bin #(.NUMBER_OF_BITS(NUMBER_OF_BITS)) bin_out_val (.gray_in(sync_out), .bin_out(out_val));
endmodule
</file>
<file path="./constraint.sdc">
current_design gray_sync

set clk_period 1.6
set clk_io_pct 0.2

create_clock -name clk0 -period $clk_period [get_ports {clk_a}]
create_clock -name clk1 -period $clk_period [get_ports {clk_b}]

set non_clock_inputs [all_inputs -no_clocks]
set_input_delay [expr $clk_period * $clk_io_pct] -clock clk0 $non_clock_inputs
set_output_delay [expr $clk_period * $clk_io_pct] -clock clk0 [all_outputs]
</file>
==> Changelog: implementation <==
## Implementation

- Result of the run: finished, final reports clean
- Power Density: 2400 nW/µm²
- I/O pin count: 9
- Number of vias after detailed routing: 259
- Setup-failing EPs final: 0
- Pre-Place Util: 10.9%
- Drt drc: 0
- Pin count of the biggest net entering global routing: 9
- Slew at the pin closest to its max-slew limit: 0.340 ns
- Post-synthesis sequential area ratio: 67.0%
- Crit path launch type: flop
- Number of different library cells in the post-synthesis netlist: 13
- Area of the synthesized netlist per yosys stat: 448 µm²
- Worst endpoint data arrival time: 1.20 ns
- Post-synth regs: 12
- Final std cell area, no fill: 668 µm²
- Maximum single-stage delay on the critical path: 0.39 ns
- Max-cap violation count: 0
- Initial antenna violation count: 0
- Unrepaired setup endpoints after global routing: no
- Antenna Nets Post-Route: 0
- Clk slew on worst S/H paths: 0.04 ns
- Minimum hold slack: 0.308 ns
- Highest-count cells in the layout ignoring fill and taps: 12 x sky130_fd_sc_hd__dfrtp_1, 6 x sky130_fd_sc_hd__clkbuf_8, 4 x sky130_fd_sc_hd__clkdlybuf4s50_1
- Cell count in the Yosys report: 28
- Port Buffer Count: 7
- Post-detailed-route wirelength per cell: 8.46 µm
- Detailed Routing Iterations Pass 1: 1
- Number of global-route vias before repair: 278
- Design Power: 1600 µW
- GP Congestion: 0.622
- Worst path buffer plus inverter count: 2
- Mean post-synth cell area: 16.0 µm²
- Critical path endpoint category: primary output
- Post-Route WL: 778 µm
- Gate count after technology mapping: 28
- Max Clock Skew: 0.00416 ns
- Die Height: 86 µm
- Full die area: 7400 µm²
- Worst EP required: 1.28 ns
- Crit Path Category: reg -> out
- Type of the most critical hold path: in -> async
- CP cell instances: xnor2_2, buf_4, xnor2_1, buf_2
- Iteration-0 DRC Markers: 0
- Width of the chip: 86 µm
- Final slew viol count: 0
- Area inside the core boundary: 4120 µm²
- Standard-cell rows: 23
- Most frequently placed logic cell in the final layout: sky130_fd_sc_hd__dfrtp_1
- Max_slew headroom: 77.3%
- Residual overflow from global routing: 0
- Family with the most delay on the worst path: flip-flops
- Layout overhead on the synthesized area: 49.2%
- Leak: 0.000298 µW
- Share of cells above drive strength 1: 31.0%
- Yosys synthesis warning count: 4
- Largest driver fanout on the critical path: 3
- Critical-path cell with the highest stage delay: sky130_fd_sc_hd__dfrtp_1
- Fin. Hold Viols: 0
- Clock tree from TritonCTS: built
- Number of clock sinks: 12
- Antenna diode count: 0
- Post-DP Area: 573 µm²
- Mapped Area: 448 µm²
- First-pass GRT wire length: 1200 µm
- Aggregate global-route resource usage: 2.11%
- Worst VDD drop: 0.657 mV
- Tool warnings: 26
- DR vias/cell: 2.82
## state kept, by name, summed over array words and instances (netlist names)
register,count
g_count_out,4
sync_bus.q2,4
sync_bus.q1,4
## through the flow
stage / TNS, ns / worst slack [ns] / util (%) / instances
3_5_place_dp: -0.108 / -0.0750 / 13.9 / 84
5_1_grt: 0 / 0.00177 / 16.2 / 92
3_3_place_gp: -0.0218 / -0.0218 / 13.9 / 84
4_1_cts: 0 / 0.0103 / 16.3 / 92
2_1_floorplan: 0 / 0.440 / - / 28
6_report: 0 / 0.0823 / 16.2 / 92
## kinds of logic after synthesis
family | synth area share (%)
buf+inv | 3.35
simple gates | 5.03
compound gates | 1.12
mux | 7.26
flops | 67.0
xor+xnor | 16.2
## power breakdown
part	total (µW)	switching, µW	internal (µW)
logic	573	155	418
clock network	443	120	322
registers	585	125	460
## cell usage after synthesis
cell	number	area, µm²
sky130_fd_sc_hd__buf_4	1	7.51
sky130_fd_sc_hd__nor3b_1	1	7.51
sky130_fd_sc_hd__xor3_1	1	23.8
sky130_fd_sc_hd__mux2i_1	1	10.0
sky130_fd_sc_hd__nor2_1	1	3.75
sky130_fd_sc_hd__xnor3_1	1	22.5
sky130_fd_sc_hd__nand2_1	1	3.75
sky130_fd_sc_hd__xnor2_1	3	26.3
sky130_fd_sc_hd__dfrtp_1	12	300
sky130_fd_sc_hd__inv_1	2	7.51
sky130_fd_sc_hd__mux2_2	2	22.5
sky130_fd_sc_hd__a21oi_1	1	5.00
sky130_fd_sc_hd__nand3b_1	1	7.51
## final cells by class
type,count,area [µm²]
fill,447,3450
multi-input combinational,13,140
timing repair buffer,9,75.1
clock buffer,6,82.6
sequential,12,300
inverter,2,7.51
tap,50,62.6
## metal layers
metal	part of all wire, %	up-vias	track usage (%)
li1	-	118	-
met1	42	121	2.37
met2	33	15	2.03
met3	23	5	3.05
met4	2.4	0	0.599
met5	0	-	0
## final timing paths
check / startpoint / end / slack, ns / cells past startpoint
min in group clk0: g_count_out[3] / g_count_out[2] / 0.58 / 1
min in group clk1: sync_bus.q1[2] / sync_bus.q2[2] / 0.34 / 0
max in group asynchronous: rstb_b / sync_bus.q1[1] / 0.98 / 1
worst min register to register: sync_bus.q1[2] / sync_bus.q2[2] / 0.34 / 0
worst max-delay path: sync_bus.q2[2] / out_val[1] / 0.08 / 4
worst min-delay path: rstb_a / g_count_out[3] / 0.31 / 1
max in group clk1: g_count_out[3] / sync_bus.q1[3] / 1.04 / 0
worst max register to register: g_count_out[1] / g_count_out[3] / 0.49 / 2
## what timing repair did
action                                  in CTS  in global routing
resized                                      7                  2
pin swaps                                    2                  1
setup buffers                                2                  0
hold buffers                                 0                  0
endpoints found under the setup margin       3                  3
Power is estimated from default activity; no workload was simulated.
